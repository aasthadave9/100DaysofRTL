==> ./design.v <==
module day6 (
  input clk, rst,
  output reg [3:0] count 
);
  always @(posedge clk)
    begin
      if(!rst)
        begin
          if(count >= 4'd0 && count < 4'd10)
            begin
              count = count+1;
            end else begin
              count <= 4'd0;
            end
        end else begin
          count <= 4'd0;
        end
    end
endmodule
==> ./run.sh <==
#!/bin/bash
# OpenROAD 26Q1-2900-gdf79404cd8, Yosys 0.63+post, stock flow scripts
make -C /OpenROAD-flow-scripts/flow DESIGN_CONFIG=/design/flow/config.mk WORK_HOME=/design/flow/orfs finish
==> ./config.mk <==
export PLATFORM = sky130hd
export DESIGN_NAME = day6
export DESIGN_NICKNAME = day6
export VERILOG_FILES = /design/flow/design.v
export SDC_FILE = /design/flow/constraint.sdc
export NUM_CORES = 4
export LEC_CHECK = 1
export CORE_AREA = 10 10 70 70
export DIE_AREA = 0 0 80 80
==> ./constraint.sdc <==
current_design day6

set clk_period 1.3
set clk_io_pct 0.2

create_clock -name clk0 -period $clk_period [get_ports {clk}]

set non_clock_inputs [all_inputs -no_clocks]
set_input_delay [expr $clk_period * $clk_io_pct] -clock clk0 $non_clock_inputs
set_output_delay [expr $clk_period * $clk_io_pct] -clock clk0 [all_outputs]
==> impl_metrics.ini <==
; flow metrics
[grt]
grtUsageTotal_pct = 1.94
grt_pass1_wl_um = 869
residual_overflow_from_global_routing = 0
antenna_found_initial = 0
first_global_vias = 172
largest_net_degree_at_the_start_of_global_routing = 6

[cells_and_area]
top_register = count
top_regs = count (4)
num-fill-cells = 402
largest_register_ffs = 4
post_route_cells_drive_above_1_share_pct = 40.7
layout_overhead_on_the_synthesized_area_pct = 99.2

[synth]
netlist_area_sq_um = 164
yosys-stat-area_sq_um = 164
ys_warn_count = 1
yosys.area.top_type = sky130_fd_sc_hd__dfxtp_1
synth.yosys.num_cells = 15
synth.area.top_cells = sky130_fd_sc_hd__dfxtp_1, sky130_fd_sc_hd__a211oi_1, sky130_fd_sc_hd__ha_1
syn_avg_cell_area_sq_um = 10.9
synth-seq-cells = 4
synth.lib_cells_used.distinct = 11
portion_of_the_post_synthesis_area_used_by_sequential_elements_pct = 48.9
synth_largest_type_area_fraction_pct = 48.9
synth_cells = 15

[drt]
ant_nets = 0
top_layer_used = met3
num_antenna_cells = 0
wl_per_cell_um = 7.16
finalWirelength_um = 523
met2_length_um = 110
drt_pre_antenna_iters = 3
wl_met1_um = 252
initialDrtViolationCount = 16
post_drt_via_cell_ratio = 2.26
remaining_drc_errors = 0
routed-via-count = 165
routed-wl-met3_um = 160

[timing]
clock_skew_ns = 0.00260
fin_crit_ns = 1.26
final-max-slew-violation-count = 0
timing_worst_slew_pin_value_ns = 0.203
finalHoldViolCount = 0
finalSetupViolCount = 0
achievable-frequency_mhz = 793
timing.setup.tns_ns = 0
timing.final.crit_share_pct = 97.1
worst_slew_margin_rel_pct = 86.4
grt_setup_unrepaired = false

[power]
leakage_nw = 0.119
fin_total_pwr_mw = 0.360
largest_vdd_supply_drop_mv = 0.161
power.density_mw_per_mm2 = 1100

[die]
pin_count = 6
fp_util_pct = 4.80
fp.dieArea_sq_mm = 0.00640
number_of_standard_cell_rows_in_the_floorplan = 21
die_h_um = 80
chipWidth_um = 80
core_area_sq_mm = 0.00342

[hold_path]
holdCritPathClass = register to register
min-delay-start = count[0]$_SDFF_PP0_

[clock_network]
cts.reportedPaths.clkPinSlew_ns = 0.04
sink_count = 4
cts-htree-levels = 1
clock_tree.buffer_depth = 2
clk_root_buffer_cell = sky130_fd_sc_hd__clkbuf_4
clock_buffers_created_by_tritoncts = 3
tritoncts = done
clkLatencyLatePin_ns = 0.23

[setup_path]
endpoint_required_time_on_the_critical_path_ns = 1.04
sequence_of_cells_on_the_critical_path = clkdlybuf4s50_1
critical_path.startpoint_type = register
critical_path_peak_fanout = 2
slowest_library_cell_on_the_worst_path = sky130_fd_sc_hd__clkdlybuf4s50_1
worst_r2r_startpoint = count[0]$_SDFF_PP0_
crit_path_end_kind = output port
timing.setup.critical_path_class = register to output port
delay_contributed_by_the_slowest_stage_of_the_critical_path_ns = 0.45
path_buffers = 1
cpLargestDelayFamily = buffers and inverters
critPathLaunch = count[3]$_SDFF_PP0_
arrival_ns = 1.00

[flow_run]
tool_warnings = 25
max-cap-violations = 0

[run_status]
outcome = finished, final reports clean

[placed_design]
gpl_wtd_cong = 0.677
place_hpwl_um = 379
port_buffer_cells = 5
[routing by layer]
layer / vias to the layer above / GRT usage (%)
met5: - / 0
li1: 84 / -
met3: 0 / 3.52
met4: 0 / 0.352
met2: 8 / 1.44
met1: 73 / 2.19
[layout make-up]
type,instances,area (sq um),area share (%)
multi-input cells,10,80.1,24.5
inverters,1,3.75,1.15
clock buffers,3,22.5,6.90
well taps,46,57.6,17.6
repair buffers,9,77.6,23.8
flip-flops and latches,4,85.1,26.1
[power breakdown]
part	switching [mW]	leakage, nW	internal [mW]
sequential	0.00554	0.0343	0.136
clock	0.0476	0.0138	0.103
combinational	0.0275	0.0706	0.0404
[timing repair]
action / in CTS / in global routing
setup endpoints to repair: 4 / 0
buffers inserted: 4 / 0
resized: 6 / 0
hold buffers: 0 / 0
[cell usage after synthesis]
cell,number
sky130_fd_sc_hd__dfxtp_1,4
sky130_fd_sc_hd__a211oi_1,2
sky130_fd_sc_hd__a21oi_1,1
sky130_fd_sc_hd__ha_1,1
sky130_fd_sc_hd__inv_1,1
sky130_fd_sc_hd__nand2b_1,1
sky130_fd_sc_hd__nand4b_1,1
sky130_fd_sc_hd__o32ai_1,1
sky130_fd_sc_hd__or2_1,1
sky130_fd_sc_hd__or3b_1,1
sky130_fd_sc_hd__xnor2_1,1
[through the flow]
step | hold WS (ns) | util [%] | std cells | setup WS, ns | instance area, sq um
after floorplan | 0.329 | - | 15 | 0.396 | 164
after global placement | 0.467 | 7.95 | 66 | 0.157 | 272
after detailed placement | 0.500 | 7.95 | 66 | 0.151 | 272
after CTS | 0.518 | 9.56 | 73 | 0.0235 | 327
after global routing | 0.532 | 9.56 | 73 | 0.00451 | 327
final | 0.515 | 9.56 | 73 | 0.0383 | 327
[kinds of logic (layout without fill, tap and decap cells)]
family / after synthesis / count (layout) / synth area share [%]
flops: 4 / 4 / 48.9
compound gates: 4 / 4 / 17.6
simple gates: 4 / 4 / 18.3
xor+xnor: 1 / 1 / 5.34
fa+ha+maj: 1 / 1 / 7.63
buf+inv: 1 / 13 / 2.29
[final timing paths]
kind,slack [ns],end,cells after the start
min reg2reg,0.51,count[0]$_SDFF_PP0_,2
max,0.04,count[3],1
min,0.51,count[0]$_SDFF_PP0_,2
max reg2reg,0.22,count[2]$_SDFF_PP0_,4
[cell usage in the layout, fill, tap and decap left out]
cell type | netlist | layout
sky130_fd_sc_hd__clkdlybuf4s50_1 | 0 | 3
sky130_fd_sc_hd__or3b_1 | 1 | 1
sky130_fd_sc_hd__or2_1 | 1 | 1
sky130_fd_sc_hd__o32ai_1 | 1 | 1
sky130_fd_sc_hd__dlygate4sd2_1 | 0 | 2
sky130_fd_sc_hd__inv_1 | 1 | 1
sky130_fd_sc_hd__dfxtp_2 | 0 | 4
sky130_fd_sc_hd__xnor2_1 | 1 | 1
sky130_fd_sc_hd__buf_4 | 0 | 4
sky130_fd_sc_hd__nand4b_1 | 1 | 1
sky130_fd_sc_hd__nand2b_1 | 1 | 1
sky130_fd_sc_hd__ha_1 | 1 | 1
sky130_fd_sc_hd__a211oi_1 | 2 | 2
sky130_fd_sc_hd__clkbuf_4 | 0 | 3
sky130_fd_sc_hd__a21oi_1 | 1 | 1
Power figures rest on the tool's default switching activity, not on a simulated workload.
