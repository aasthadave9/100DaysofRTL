==> flow/design.v <==
module day9 #(
  parameter width = 4
)(
  input [width-1:0] a, b,
  input [2:0] opcode,
  output reg [width-1:0] out,
  output reg zero
);
  localparam ADD = 3'b000, SUB = 3'b001, AND = 3'b010, OR = 3'b011, XOR = 3'b100, SL = 3'b101, SR = 3'b110, LEQ = 3'b111;  
  always @*
    begin
      case(opcode)
        3'b000: {cout, out} = {1'b0, a} + {1'b0, b};  
        3'b001: out = a - b;  
        3'b010: out = a&b;  
        3'b011: out = a|b;  
        3'b100: out = a^b;  
        3'b101: out = a[width-1:0] << b[1:0];  
        3'b110: out = a[width-1:0] >> b[1:0];  
        3'b111: out = a==b;  
      endcase
      if(!out) begin
        zero = 1;
      end else begin
        zero = 0;
      end
    end
endmodule
==> flow/run.sh <==
#!/bin/bash
# OpenROAD 26Q1-2900-gdf79404cd8, Yosys 0.63+post, stock flow scripts
make -C /OpenROAD-flow-scripts/flow DESIGN_CONFIG=/design/flow/config.mk WORK_HOME=/design/flow/orfs finish
==> flow/config.mk <==
export PLATFORM = sky130hd
export DESIGN_NAME = day9
export DESIGN_NICKNAME = day9
export VERILOG_FILES = /design/flow/design.v
export SDC_FILE = /design/flow/constraint.sdc
export NUM_CORES = 4
export LEC_CHECK = 1
export CORE_AREA = 10 10 70 70
export DIE_AREA = 0 0 80 80
==> flow/constraint.sdc <==
current_design day9

set clk_period 3.5
set clk_io_pct 0.2

create_clock -name clk0 -period $clk_period

set non_clock_inputs [all_inputs -no_clocks]
set_input_delay [expr $clk_period * $clk_io_pct] -clock clk0 $non_clock_inputs
set_output_delay [expr $clk_period * $clk_io_pct] -clock clk0 [all_outputs]
==> flow_metrics.tcl <==
# flow metrics
set metrics [dict create \
    status "complete, no violations" \
    fill_cells 360 \
    core_region_area_sq_um 3420 \
    crit_arrival_ps 2670 \
    fin_cells 176 \
    p_leak_nw 0.572 \
    utilization 0.340 \
    worstMarginPinSlew_ps 316 \
    post-place-ws_ps -376 \
    fmax_mhz 296 \
    tool_warnings 41 \
    yosys.stat.seqShare 0 \
    cp-end-kind "output pin" \
    wl_per_cell_um 11.6 \
    wirelength_um 2030 \
    final_layout_top_logic_cells "buf_4, inv_1, ha_1" \
    max-slew-margin-rel 0.788 \
    pwr-share-seq 0 \
    pin_count 16 \
    pwr-share-clk 0 \
    vias 796 \
    dp_hpwl_um 1690 \
    die_w_um 80 \
    power_density_nw_per_um2 128 \
    hold_path.class "primary input to output pin" \
    top_area_cell "ha_1" \
    power_switching_mw 0.0666 \
    hold_viol_final 0 \
    cap_violations 0 \
    ys_warn_count 2 \
    clkbuf_count 0 \
    synth.avg_cell_area_sq_um 7.52 \
    p_int_mw 0.0822 \
    finalSetupViolCount 0 \
    drc 0 \
    combPwrFrac 1.000 \
    gp_congestion 0.878 \
    num_rows 21 \
    path_max_fanout 2 \
    final_max_slew_viol_count 0 \
    flops 0 \
    antenna_cells 0 \
    lay_top_count "buf_4" \
    top_area_frac 0.212 \
    crit_type "primary input to output pin" \
    placed_cells 176 \
    drive_gt1_frac 0.315 \
    first_global_vias 738 \
    swShare 0.448 \
    syn_area_sq_um 707 \
    ir_drop_uv 45.7 \
    grt_pass1_wl_um 3490 \
    rsz0062_at_grt "yes" \
    setup_slack_ps 127 \
    finalCritPeriodShare 0.964 \
    ctsHoldBuffers 0 \
    via_per_inst 4.52 \
    die-height_um 80 \
    track_usage 0.0639 \
    crit_path_start_kind "primary input" \
    synthCells 94 \
    antenna_found_initial 0 \
    grt_max_degree 15 \
    portBuffers 16 \
    top_cells_by_area "ha_1, inv_1, fa_1" \
    ys_cells 94 \
    chip_area_sq_um 6400 \
    yosysUniqueCellTypes 37 \
    logic_area_sq_um 693 \
    fin_crit_ps 3370 \
    syn2layout_area_growth_pct 64.1 \
    ys_area_sq_um 707 \
    required_ps 2800 \
    drt.antenna.violating_nets 0 \
    overflow 0 \
    fp_util 0.207 \
    first_pass_iters 4 \
    seq_area_sq_um 0 \
    drtIter0Drc 81 \
]
-- layout make-up --
type               count  area share
well taps             46      0.0496
inverters             14      0.0453
multi-input cells     75       0.598
repair buffers        41       0.307
-- critical path, cell delays in order --
cell	delay (ps)
dlygate4sd2_1	240
inv_1	70
ha_2	170
inv_1	50
fa_1	470
inv_1	40
a21oi_2	100
a21oi_1	80
o22ai_2	170
buf_4	140
clkdlybuf4s50_1	450
-- cell usage after synthesis (all sizes together) --
library cell  instances
inv                  14
ha                   12
a21oi                 7
mux2i                 4
nand2b                4
nor2b                 4
o21ai                 4
and3                  3
buf                   3
nand2                 3
nor2                  3
o22ai                 3
a221oi                2
a31oi                 2
clkbuf                2
fa                    2
nor3                  2
nor4                  2
o211ai                2
xnor2                 2
a21boi                1
a21o                  1
a22oi                 1
a32o                  1
a32oi                 1
a41o                  1
a41oi                 1
mux2                  1
mux4                  1
nand3                 1
nand3b                1
nor4b                 1
o21bai                1
xor2                  1
-- kinds of logic after synthesis --
| group | Yosys count | share of synthesized area |
|---|---|---|
| compound gates | 28 | 0.264 |
| buf+inv | 19 | 0.115 |
| simple gates | 24 | 0.200 |
| xor+xnor | 3 | 0.0372 |
| fa+ha+maj | 14 | 0.269 |
| mux | 6 | 0.115 |
-- stage by stage --
stage                     power, mW  hold WS, ps  TNS [ps]  area (sq um)
after detailed placement      0.141         2680     -1290          1080
after floorplan              0.0681         1570         0           707
after global placement        0.141         2670     -1290          1080
after CTS                     0.146         2500         0          1130
after global routing          0.165         2250     -20.8          1160
final                         0.149         2180         0          1160
-- path summary, 6_finish.rpt --
check	from	endpoint	slack [ps]	cells past startpoint
setup / recovery	a[0]	out[1]	130	11
hold / removal	b[2]	out[3]	2180	7
-- repair_timing --
action                                  4_1_cts  5_1_grt
resized                                      16       10
setup buffers                                 1        0
pin swaps                                    10        5
endpoints found under the setup margin        5        5
-- power by group through the flow --
stage | registers [mW] | logic [mW] | clock network, mW
CTS | 0 | 0.146 | 0
global route | 0 | 0.165 | 0
finish | 0 | 0.149 | 0
-- layer usage --
metal  global-route usage  vias to the layer above  share of wire
li1                     -                      414              -
met1               0.0999                      355           0.54
met2               0.0963                       27           0.40
met3              0.00682                        0          0.057
met4                    0                        0              0
met5                    0                        -              0
Power and IR drop assume default switching activity.
