<file path="flow/config.mk">
export PLATFORM = sky130hd
export DESIGN_NAME = day7
export DESIGN_NICKNAME = day7
export VERILOG_FILES = /design/flow/design.v
export SDC_FILE = /design/flow/constraint.sdc
export NUM_CORES = 4
export LEC_CHECK = 1
export CORE_AREA = 10 10 70 70
export DIE_AREA = 0 0 80 80
</file>
<file path="flow/constraint.sdc">
current_design day7

set clk_period 1.1
set clk_io_pct 0.2

create_clock -name clk0 -period $clk_period [get_ports {clk}]

set non_clock_inputs [all_inputs -no_clocks]
set_input_delay [expr $clk_period * $clk_io_pct] -clock clk0 $non_clock_inputs
set_output_delay [expr $clk_period * $clk_io_pct] -clock clk0 [all_outputs]
</file>
<file path="flow/design.v">
module day7 (
  input in, rst, clk,
  output reg out
);
  reg [1:0] state, nstate;
  localparam s0 = 2'd0, s1 = 2'd1, s2 = 2'd2, s3 = 2'd3;
  always @*
    begin
      case(state)
        s0: nstate = in ? s1 : s0;
        s1: nstate = in ? s1 : s2;
        s2: nstate = in ? s3 : s0;
        s3: nstate = in ? s1 : s0;
      endcase
    end
  always @(posedge clk)
    begin
      if(rst) 
        state <= s0;
      else
    	state <= nstate;
    end
  always @*
    begin
      case(state)
        s0: out = 0;
        s1: out = 0;
        s2: out = 0;
        s3: out = in ? 1 : 0;
      endcase
    end
endmodule
</file>
<file path="flow/run.sh">
#!/bin/bash
# OpenROAD 26Q1-2900-gdf79404cd8, Yosys 0.63+post, stock flow scripts
make -C /OpenROAD-flow-scripts/flow DESIGN_CONFIG=/design/flow/config.mk WORK_HOME=/design/flow/orfs finish
</file>
==> flow_summary.ini <==
; generated from flow reports
[outcome]
outcome = complete, no violations

[setup_path]
rrSetupSlack_ns = 0.32
cp_data_arrival_time_ns = 0.77
r2r_end = state[0]
crit_required_ns = 0.88
cpPeakStageDelay_ns = 0.31
reg2reg_depth = 3
crit_fanout = 2
reg2reg_from = state[3]
cp-end-kind = primary output
crit_chain = and2_1 -> clkbuf_2
crit_buf_inv = 1
worst_path_max_delay_cell = dfxtp_2
cp_num_cells = 2
critical-path-top-delay-family = flip-flops
crit_type = reg2out
crit_path_start_kind = flop

[clock_network]
numCtsBuffers = 3
ctsHoldBuffers = 0
htree_levels = 1
cts.sinks = 4
cts_tree = done
clkLatencyLatePin_ns = 0.24
root_buffer = clkbuf_4
clockBufferDepth = 2
clk_pin_slew_worst_paths_ns = 0.04

[drt]
first_pass_iters = 2
drtIter0Drc = 3
dr_total_vias = 106
drtAntennaViolNets = 0
wl_um = 344
vias_per_cell = 1.63
drc_errors = 0
wl_per_cell_um = 5.29
antenna_cells_inserted = 0

[logic_synthesis]
netlist_instances = 11
synth_flops = 4
yosys_area_um2 = 138
netlist_area_um2 = 138
syn_area_per_cell_um2 = 12.5
ys_warn_count = 1
ys_cells = 11
yosysSeqAreaShare_pct = 58.2
synthDistinctLibCells = 8

[placed_design]
place_congestion = 0.584
placed_area_um2 = 240
io_buffers = 3

[min_path]
hold_path_startpoint = in
hold_class = in2reg
holdPathStages = 3
hold-path-endpoint = state[1]

[final_timing]
skew_ns = 0.00349
fin_crit_sh_pct = 89.8
fin_hold_ws_ns = 0.409
clock.fmax_ghz = 1.01
rsz0062_at_grt = no
hold_violations = 0
fin_crit_ns = 0.988
max_slew_margin_pct = 89.2
tightest_slew_ns = 0.162
slew_violations = 0
setup_viol = 0
final.setup.tns_ns = 0

[die]
rows = 21
fp.dieH_um = 80
die_w_um = 80
io_pins = 4
fp_util_pct = 4.03
core-area_um2 = 3420
chipArea_um2 = 6400

[pwr]
ir_drop_uv = 193
total_power_mw = 0.361
cellLeakagePower_nw = 0.0932
p_per_area_nw_per_um2 = 1400

[global_routing]
globalRouteOverflowTotal = 0
grt_pass1_vias = 130
antenna_found_initial = 0
grt_pass1_wl_um = 586
grt_usage_pct = 1.36
grt_max_degree = 5

[cells_and_area]
top_register = state
area_growth_syn_to_layout_pct = 87.3
drive_gt1_share_pct = 47.4
largest_reg_flops = 4
final_area_um2 = 258
lay_top_cells = clkbuf_4 (3), dfxtp_1 (3), buf_4 (2)
reg_top3 = state (4)

[run]
warning_count = 25
cap_violations = 0
-- metal layers --
layer | routed length (um) | up-vias | part of all wire (%) | GRT usage (%)
li1 | - | 55 | - | -
met1 | 127 | 43 | 37 | 1.26
met2 | 96 | 8 | 28 | 1.12
met3 | 120 | 0 | 35 | 2.84
met4 | 0 | 0 | 0 | 0.176
met5 | 0 | - | 0 | 0
-- worst max path at each step --
| stage | start | endpoint | slack [ns] |
|---|---|---|---|
| CTS | state[3] | out | 0.01 |
| global route | state[3] | out | 0.06 |
| finish | state[3] | out | 0.11 |
-- per-stage QoR --
| stage | setup WS [ns] | cells | utilization, % |
|---|---|---|---|
| 6_report | 0.112 | 65 | 7.55 |
| 5_1_grt | 0.0589 | 65 | 7.55 |
| 4_1_cts | 0.0145 | 65 | 7.69 |
| 3_5_place_dp | -0.387 | 62 | 7.03 |
| 3_3_place_gp | -0.392 | 62 | 7.03 |
| 2_1_floorplan | 0.451 | 11 | - |
-- final cells by class --
type,count,area (um^2)
Fill cell,420,3160
Sequential cell,4,81.3
Multi-Input combinational cell,7,57.6
Tap cell,46,57.6
Timing Repair Buffer,5,38.8
Clock buffer,3,22.5
-- synth_stat cells --
library cell | instances | area share [%]
and3b_1 | 1 | 6.4
o21bai_1 | 1 | 5.5
and2_1 | 1 | 4.5
nor3_2 | 1 | 7.3
dfxtp_1 | 4 | 58
nor3_1 | 1 | 3.6
nor3b_1 | 1 | 5.5
nor3b_2 | 1 | 9.1
-- where the power goes --
part	total (mW)	switching [mW]	leakage, nW	internal, mW
Combinational	0.0231	0.00790	0.0460	0.0152
Clock	0.182	0.0603	0.0138	0.122
Sequential	0.156	0.00361	0.0334	0.152
Total	0.361	0.0718	0.0932	0.289
-- kinds of logic after synthesis --
kind of cell / count (synthesis) / share of synthesized area, %
simple gates: 6 / 36.4
flops: 4 / 58.2
compound gates: 1 / 5.46
-- worst reg2reg max path, cell delays in order (launching register included) --
cell and delay, ns:
dfxtp_2 0.31, buf_4 0.13, nor3_1 0.16, o21bai_1 0.08
-- what timing repair did --
item | in CTS | in global routing
setup buffers | 0 | 0
endpoints found under the setup margin | 1 | 1
gates resized | 4 | 1
Power figures rest on the tool's default switching activity, not on a simulated workload.
